### design/flow/config.mk
export PLATFORM = sky130hd
export DESIGN_NAME = Axi4LiteBus
export DESIGN_NICKNAME = Axi4LiteBus
export VERILOG_FILES = /design/flow/design.v
export SDC_FILE = /design/flow/constraint.sdc
export NUM_CORES = 4
export LEC_CHECK = 1
export CORE_UTILIZATION = 40
### design/flow/constraint.sdc
current_design Axi4LiteBus

set clk_period 8.5
set clk_io_pct 0.2

create_clock -name clk0 -period $clk_period [get_ports {clock}]

set non_clock_inputs [all_inputs -no_clocks]
set_input_delay [expr $clk_period * $clk_io_pct] -clock clk0 $non_clock_inputs
set_output_delay [expr $clk_period * $clk_io_pct] -clock clk0 [all_outputs]
### design/flow/design.v
module Axi4LiteSlave(
  input         clock,
  input         reset,
  input  [15:0] io_i_WriteAddressChannel_AWADDR,
  input         io_i_WriteAddressChannel_AWVALID,
  input  [15:0] io_i_WriteDataChannel_WDATA,
  input         io_i_WriteDataChannel_WVALID,
  output [15:0] io_i_ReadDataChannel_RDATA
);
  reg [15:0] wrreg_4000;  
  reg [31:0] _RAND_0;
  wire  _T_2;  
  wire  _T_3;  
  wire  _T_4;  
  assign _T_2 = io_i_WriteDataChannel_WVALID & io_i_WriteAddressChannel_AWVALID;  
  assign _T_3 = io_i_WriteAddressChannel_AWADDR == 16'h4000;  
  assign _T_4 = _T_2 & _T_3;  
  assign io_i_ReadDataChannel_RDATA = wrreg_4000;  
  always @(posedge clock) begin
    if (reset) begin
      wrreg_4000 <= 16'h0;
    end else if (_T_4) begin
      wrreg_4000 <= io_i_WriteDataChannel_WDATA;
    end
  end
endmodule
module Axi4LiteBus(
  input         clock,
  input         reset,
  input  [15:0] io_i_WriteAddressChannel_AWADDR,
  input         io_i_WriteAddressChannel_AWPROT,
  input         io_i_WriteAddressChannel_AWVALID,
  output        io_i_WriteAddressChannel_AWREADY,
  input  [15:0] io_i_WriteDataChannel_WDATA,
  input  [7:0]  io_i_WriteDataChannel_WSTRB,
  input         io_i_WriteDataChannel_WVALID,
  output        io_i_WriteDataChannel_WREADY,
  output        io_i_WriteResponseChannel_BRESP,
  output        io_i_WriteResponseChannel_BVALID,
  input         io_i_WriteResponseChannel_BREADY,
  input  [15:0] io_i_ReadAddressChannel_ARADDR,
  input         io_i_ReadAddressChannel_ARPROT,
  input         io_i_ReadAddressChannel_ARVALID,
  output        io_i_ReadAddressChannel_ARREADY,
  output [15:0] io_i_ReadDataChannel_RDATA,
  output        io_i_ReadDataChannel_RRESP,
  output        io_i_ReadDataChannel_RVALID,
  input         io_i_ReadDataChannel_RREADY
);
  wire  i_slv1_clock;  
  wire  i_slv1_reset;  
  wire [15:0] i_slv1_io_i_WriteAddressChannel_AWADDR;  
  wire  i_slv1_io_i_WriteAddressChannel_AWVALID;  
  wire [15:0] i_slv1_io_i_WriteDataChannel_WDATA;  
  wire  i_slv1_io_i_WriteDataChannel_WVALID;  
  wire [15:0] i_slv1_io_i_ReadDataChannel_RDATA;  
  wire  i_slv2_clock;  
  wire  i_slv2_reset;  
  wire [15:0] i_slv2_io_i_WriteAddressChannel_AWADDR;  
  wire  i_slv2_io_i_WriteAddressChannel_AWVALID;  
  wire [15:0] i_slv2_io_i_WriteDataChannel_WDATA;  
  wire  i_slv2_io_i_WriteDataChannel_WVALID;  
  wire [15:0] i_slv2_io_i_ReadDataChannel_RDATA;  
  reg [15:0] r_RDATA;  
  reg [31:0] _RAND_0;
  wire  _T_2;  
  wire  _T_3;  
  wire  _T_4;  
  wire  _T_8;  
  wire  _T_9;  
  wire [15:0] _T_11;  
  wire  _GEN_18;  
  wire [15:0] _GEN_19;  
  wire  _GEN_20;  
  Axi4LiteSlave i_slv1 (  
    .clock(i_slv1_clock),
    .reset(i_slv1_reset),
    .io_i_WriteAddressChannel_AWADDR(i_slv1_io_i_WriteAddressChannel_AWADDR),
    .io_i_WriteAddressChannel_AWVALID(i_slv1_io_i_WriteAddressChannel_AWVALID),
    .io_i_WriteDataChannel_WDATA(i_slv1_io_i_WriteDataChannel_WDATA),
    .io_i_WriteDataChannel_WVALID(i_slv1_io_i_WriteDataChannel_WVALID),
    .io_i_ReadDataChannel_RDATA(i_slv1_io_i_ReadDataChannel_RDATA)
  );
  Axi4LiteSlave i_slv2 (  
    .clock(i_slv2_clock),
    .reset(i_slv2_reset),
    .io_i_WriteAddressChannel_AWADDR(i_slv2_io_i_WriteAddressChannel_AWADDR),
    .io_i_WriteAddressChannel_AWVALID(i_slv2_io_i_WriteAddressChannel_AWVALID),
    .io_i_WriteDataChannel_WDATA(i_slv2_io_i_WriteDataChannel_WDATA),
    .io_i_WriteDataChannel_WVALID(i_slv2_io_i_WriteDataChannel_WVALID),
    .io_i_ReadDataChannel_RDATA(i_slv2_io_i_ReadDataChannel_RDATA)
  );
  assign _T_2 = io_i_WriteDataChannel_WVALID & io_i_WriteAddressChannel_AWVALID;  
  assign _T_3 = io_i_WriteAddressChannel_AWADDR == 16'h4000;  
  assign _T_4 = _T_2 & _T_3;  
  assign _T_8 = io_i_WriteAddressChannel_AWADDR == 16'hc000;  
  assign _T_9 = _T_2 & _T_8;  
  assign _T_11 = io_i_WriteAddressChannel_AWADDR - 16'h8000;  
  assign _GEN_18 = _T_9 & io_i_WriteAddressChannel_AWVALID;  
  assign _GEN_19 = _T_9 ? _T_11 : io_i_WriteAddressChannel_AWADDR;  
  assign _GEN_20 = _T_9 & io_i_WriteDataChannel_WVALID;  
  assign io_i_WriteAddressChannel_AWREADY = io_i_WriteAddressChannel_AWVALID;  
  assign io_i_WriteDataChannel_WREADY = io_i_WriteDataChannel_WVALID;  
  assign io_i_WriteResponseChannel_BRESP = 1'h1;  
  assign io_i_WriteResponseChannel_BVALID = 1'h1;  
  assign io_i_ReadAddressChannel_ARREADY = 1'h1;  
  assign io_i_ReadDataChannel_RDATA = r_RDATA;  
  assign io_i_ReadDataChannel_RRESP = 1'h0;  
  assign io_i_ReadDataChannel_RVALID = 1'h0;  
  assign i_slv1_clock = clock;
  assign i_slv1_reset = reset;
  assign i_slv1_io_i_WriteAddressChannel_AWADDR = io_i_WriteAddressChannel_AWADDR;  
  assign i_slv1_io_i_WriteAddressChannel_AWVALID = _T_4 & io_i_WriteAddressChannel_AWVALID;  
  assign i_slv1_io_i_WriteDataChannel_WDATA = io_i_WriteDataChannel_WDATA;  
  assign i_slv1_io_i_WriteDataChannel_WVALID = _T_4 & io_i_WriteDataChannel_WVALID;  
  assign i_slv2_clock = clock;
  assign i_slv2_reset = reset;
  assign i_slv2_io_i_WriteAddressChannel_AWADDR = _T_4 ? io_i_WriteAddressChannel_AWADDR : _GEN_19;  
  assign i_slv2_io_i_WriteAddressChannel_AWVALID = _T_4 ? 1'h0 : _GEN_18;  
  assign i_slv2_io_i_WriteDataChannel_WDATA = io_i_WriteDataChannel_WDATA;  
  assign i_slv2_io_i_WriteDataChannel_WVALID = _T_4 ? 1'h0 : _GEN_20;  
  always @(posedge clock) begin
    if (reset) begin
      r_RDATA <= 16'h0;
    end else if (_T_4) begin
      if (_T_4) begin
        r_RDATA <= i_slv1_io_i_ReadDataChannel_RDATA;
      end else begin
        r_RDATA <= io_i_ReadDataChannel_RDATA;
      end
    end else if (_T_9) begin
      if (_T_4) begin
        r_RDATA <= io_i_ReadDataChannel_RDATA;
      end else if (_T_9) begin
        r_RDATA <= i_slv2_io_i_ReadDataChannel_RDATA;
      end else begin
        r_RDATA <= io_i_ReadDataChannel_RDATA;
      end
    end else begin
      r_RDATA <= 16'h0;
    end
  end
endmodule
### design/flow/run.sh
#!/bin/bash
# OpenROAD 26Q1-2900-gdf79404cd8, Yosys 0.63+post, stock flow scripts
make -C /OpenROAD-flow-scripts/flow DESIGN_CONFIG=/design/flow/config.mk WORK_HOME=/design/flow/orfs finish
==> out/metrics.yaml <==
die_h_um: 72.5
via_per_inst: 5.33
clk_pin_slew_worst_paths_ns: 0.08
most_common_cell: "nand3_1"
power_density_mw_per_mm2: 165
worstPathCellList: "clkdlybuf4s50_1 > clkdlybuf4s50_1"
fin_setup_tns_ns: 0
yosys_warnings: 2
die_w_um: 72.5
area_leaders: "dfxtp_1, nand3_1, a21oi_1"
drt_pass1_iterations: 4
placementRows: 25
cp.required_ns: 6.80
htree_levels: 2
cts_tree: "built"
endpoint_kind: "output pin"
grt_pass1_vias: 1574
grt.total_usage: 0.178
cp-start-kind: "input pin"
diodes: 0
fmax_ghz: 0.230
vias: 1813
dpl.hpwl_um: 2540
numSynthFlops: 48
netlist.area_leader.share: 0.484
crit_type: "input pin to output pin"
cts_resized: 0
cts_setup_buffers: 0
hp-class: "flop to flop"
wirelength_um: 4380
ctsHoldBuffers: 0
rsz0062_at_grt: "no"
synth_top_cell_by_area: "dfxtp_1"
critPathTopFamily: "buffers and inverters"
fin_crit_sh: 0.512
vdd_drop_max_mv: 0.116
drv_cap: 0
fin_crit_ns: 4.35
slowest_stage: "clkdlybuf4s50_1"
place_area_mm2: 0.00248
gp_congestion: 0.733
async_reset_ff_frac: 0
arrival_ns: 2.65
overflow: 0
syn-cell-area_mm2: 0.00199
core_area_mm2: 0.00475
slowest_delay_ns: 0.48
ys_cells: 235
port-buffer-count: 53
synthToLayoutAreaGrowth_pct: 31.2
fin_area_mm2: 0.00261
grt_pass1_wl_um: 7340
detail_route.wl_per_cell_um: 12.9
edf_count: 0
setup_viol: 0
regToRegSetupSlack_ns: 7.82
ys_dominant_reg_cell: "dfxtp_1"
cts_made_buffers: 5
hold_violations: 0
path_buffers: 2
p_leak_nw: 0.803
ys_chip_area_mm2: 0.00199
fp_util: 0.418
first_iter_violations: 114
cts-root-buf: "clkbuf_8"
drc: 0
cts_buffer_depth: 2
clock-sinks: 48
outcome: "complete, no violations"
antenna_left: 0
avgSynthCellArea_um2: 8.45
warnings: 54
yosysSeqAreaShare: 0.484
layout-drive-gt1-share: 0.0733
die_area_mm2: 0.00525
cpMostUsedCell: "clkdlybuf4s50_1"
holdWs_ns: 0.466
slew_headroom: 0.586
worst-path-max-fanout: 2
slew_violations: 0
synth.distinct_cells: 18
finClkSkew_ns: 0.00446
common_cells: "nand3_1, a21oi_1, dfxtp_1, o21ai_0"
num_io_pins: 88
grt_start_max_net_pins: 65
antenna_found_initial: 0
worstSkewPairLatency_ns: 0.29
tightest_slew_ns: 0.621
syn_inst: 235
[flip-flops by register name (all words and copies together), names as in the netlist]
| name | flops |
|---|---|
| i_slv1.wrreg_4000 | 16 |
| i_slv2.wrreg_4000 | 16 |
| r_RDATA | 16 |
[cell usage in the layout (no fill, tap or decap), types with 5 or more instances in the layout]
cell type	n
o21ai_1	10
nand3_1	64
clkbuf_8	7
a21oi_1	48
o21ai_0	22
dfxtp_1	48
buf_4	5
clkdlybuf4s50_1	53
conb_1	5
[cells by family (layout without fill, tap and decap cells)]
kind of cell	count (synthesis)	after routing	share of synthesized area
AND-OR/OR-AND	80	80	0.202
AND/OR/NAND/NOR	74	74	0.216
flip-flops	48	48	0.484
buffers and inverters	31	66	0.0951
other	2	5	0.00378
[routing by layer]
layer | up-vias | share of wire | GRT usage
met5 | - | 0 | 0
met1 | 848 | 0.46 | 0.265
met4 | 0 | 0.0078 | 0.0196
met2 | 53 | 0.48 | 0.286
li1 | 908 | - | -
met3 | 4 | 0.054 | 0.0366
[worst min-delay path: cells and delay by family, from the launching register on]
family / cells / cell delay (ns)
flops: 1 / 0.31
compound gates: 1 / 0.05
simple gates: 1 / 0.06
[worst paths after layout]
| kind | cells after the start | startpoint | end |
|---|---|---|---|
| worst max register to register | 2 | i_slv2.wrreg_4000[9] | r_RDATA[9] |
| worst min register to register | 2 | i_slv1.wrreg_4000[2] | r_RDATA[2] |
| worst min-delay path | 2 | i_slv1.wrreg_4000[2] | r_RDATA[2] |
| worst max-delay path | 2 | io_i_WriteDataChannel_WVALID | io_i_WriteDataChannel_WREADY |
[power breakdown]
group | switching [mW] | total [mW] | internal, mW
combinational | 0.0126 | 0.0297 | 0.0172
clock | 0.0726 | 0.176 | 0.104
sequential | 0.000000266 | 0.225 | 0.225
[area by class of cell]
type                    count  area (µm²)
fillers                   451        2150
flip-flops and latches     48         961
multi-input cells         159         866
repair buffers             58         568
clock buffers               7        96.3
well taps                  67        83.8
clock inverters             1        30.0
[through the flow]
| stage | total power, mW | std cells | setup WS (ns) | utilization |
|---|---|---|---|---|
| 3_5_place_dp | 0.260 | 332 | 4.14 | 0.521 |
| 4_1_cts | 0.436 | 340 | 4.15 | 0.548 |
| 2_1_floorplan | 0.240 | 238 | 5.00 | - |
| 3_3_place_gp | 0.260 | 332 | 4.16 | 0.521 |
| 5_1_grt | 0.449 | 340 | 4.11 | 0.548 |
| 6_report | 0.431 | 340 | 4.15 | 0.548 |
No activity file was given, so power comes from the tool's default toggle rates.
